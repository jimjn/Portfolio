==> flow/design.v <==
module rowColGen(
		input dispen,
		input h_sync,
		input [9:0] col_c,
		input [7:0] cnt_c,
		output [9:0] col,
		output [7:0] cnt
	);
	reg [9:0] colReg;
	reg [7:0] cntReg;
	always @(*)begin
		colReg = col_c + 10'd1;
		cntReg = cnt_c + 8'd1;
		if(cntReg == 8'd43 && dispen == 1'b0)begin
				colReg = 10'd0;
		end
		if(h_sync==1'b0)begin 
			cntReg = 8'd0;
			colReg = 10'd0;
		end	
	end
	assign col = colReg;
	assign cnt = cntReg;
endmodule
module inst_gen(
		input [2:0] state,
		output R_enO,
		output G_enO,
		output B_enO,
		output alu_enO,
		output [1:0] zoomO
		);
		parameter NORMAL = 3'b000,RED = 3'b001,GREEN=3'b010,BLUE=3'b011,
						GSCALE=3'b100,ZOOM2=3'b101,ZOOM3=3'b110,ZOOM4=3'b111;
		reg R_en,G_en,B_en,alu_en;
		reg [1:0] zoom;
		assign R_enO = R_en;
		assign G_enO = G_en;
		assign B_enO = B_en;
		assign alu_enO = alu_en;
		assign zoomO = zoom;
		always@(*)begin
				case(state)
					NORMAL:begin
						R_en = 1'b1;
						G_en = 1'b1;
						B_en = 1'b1;
						alu_en = 1'b0;
						zoom = 2'b00;
						end
					RED:begin
						R_en = 1'b0;
						G_en = 1'b1;
						B_en = 1'b1;
						alu_en = 1'b0;
						zoom = 2'b00;
						end
					GREEN: begin
						R_en = 1'b1;
						G_en = 1'b0;
						B_en = 1'b1;
						alu_en = 1'b0;
						zoom = 2'b00;
						end
					BLUE:begin
						R_en = 1'b1;
						G_en = 1'b1;
						B_en = 1'b0;
						alu_en = 1'b0;
						zoom = 2'b00;
						end
					GSCALE:begin
						R_en = 1'b1;
						G_en = 1'b1;
						B_en = 1'b1;
						alu_en = 1'b1;
						zoom = 2'b00;
						end
					ZOOM2:begin
						R_en = 1'b1;
						G_en = 1'b1;
						B_en = 1'b1;
						alu_en = 1'b0;
						zoom = 2'b01;
						end
					ZOOM3:begin
						R_en = 1'b1;
						G_en = 1'b1;
						B_en = 1'b1;
						alu_en = 1'b0;
						zoom = 2'b10;
						end
					ZOOM4:begin
						R_en = 1'b1;
						G_en = 1'b1;
						B_en = 1'b1;
						alu_en = 1'b0;
						zoom = 2'b11;
						end
					default:begin
						R_en = 1'b1;
						G_en = 1'b1;
						B_en = 1'b1;
						alu_en = 1'b0;
						zoom = 2'b00;
						end
				endcase
		end
endmodule
module inst_decode(
		input R_en,
		input G_en,
		input B_en,
		input alu_en,
		input [1:0] zoom,
		input [8:0] row,
		input [9:0] col,
		input [1:0] zoomCnt_c,
		output R_enOut,
		output G_enOut,
		output B_enOut,
		output alu_enOut,
		output [1:0] zoomCnt,
		output [13:0] addrOut
	);
	reg [13:0] addr;
	reg [1:0] zoomCntReg = 2'b00;
	reg [8:0] rowReg;
	reg [9:0] colReg;
	assign R_enOut = ~(~(~(~R_en)));
	assign G_enOut = ~(~(~(~G_en)));
	assign B_enOut = ~(~(~(~B_en)));
	assign alu_enOut = ~(~(~(~alu_en)));
	assign addrOut = addr;
	assign zoomCnt = zoomCntReg;
	always@(*)begin
		if(zoom == 2'b00)begin 
			if(row >= 7'd0 && row<= 7'd127 && col>=7'd0 &&col<=7'd127)
				addr[13:0] = row[6:0]*8'd128 + col[6:0];
			else
				addr[13:0] = 14'd0;
		end
		else if(zoom == 2'b01)begin 
			if(row >= 7'd0 && row<= 8'd255 && col>=7'd0 &&col<=8'd255)begin
				addr[13:0] = (row[8:0]>>1)*8'd128 + (col[9:0]>>1);
				end
			else
				addr[13:0] = 14'd0;
		end
		else if(zoom == 2'b10)begin 
			if(row >= 7'd0 && row<= 9'd383 && col>=7'd0 &&col<=10'd383)
				addr[13:0] = (row[8:0]/3)*8'd128 + (col[9:0]/3);
			else
				addr[13:0] = 14'd0;
		end
		else if(zoom == 2'b11)begin 
			if(row >= 7'd0 && row<= 9'd479 && col>=7'd0 &&col<=10'd511)
				addr[13:0] = (row[8:0]>>2)*8'd128 + (col[9:0]>>2);
			else
				addr[13:0] = 14'd0;
		end
	end
endmodule
==> flow/run.sh <==
#!/bin/bash
# OpenROAD 26Q1-2900-gdf79404cd8, Yosys 0.63+post, stock flow scripts
make -C /OpenROAD-flow-scripts/flow DESIGN_CONFIG=/design/flow/config.mk WORK_HOME=/design/flow/orfs finish
==> flow/config.mk <==
export PLATFORM = sky130hd
export DESIGN_NAME = inst_decode
export DESIGN_NICKNAME = inst_decode
export VERILOG_FILES = /design/flow/design.v
export SDC_FILE = /design/flow/constraint.sdc
export NUM_CORES = 4
export LEC_CHECK = 1
export CORE_UTILIZATION = 30
==> flow/constraint.sdc <==
current_design inst_decode

set clk_period 8.2
set clk_io_pct 0.2

create_clock -name clk0 -period $clk_period

set non_clock_inputs [all_inputs -no_clocks]
set_input_delay [expr $clk_period * $clk_io_pct] -clock clk0 $non_clock_inputs
set_output_delay [expr $clk_period * $clk_io_pct] -clock clk0 [all_outputs]
==> flow_metrics.tcl <==
# place-and-route summary
set metrics [dict create \
    required_ns 6.56 \
    period_used_pct 96.3 \
    grtUsageTotal_pct 15.9 \
    path_max_fanout 8 \
    end_kind "output pin" \
    diodes 0 \
    fin_crit_ns 7.90 \
    common_cells "nor2_1 (34), nand2_1 (27), a21oi_1 (24)" \
    fin_ws_ns 0.303 \
    power.density_nw_per_um2 67.5 \
    wl_per_cell_um 13.8 \
    ff_type "dlxtn_1" \
    antenna_left 0 \
    synth_cell_types 75 \
    leakagePower_nw 1.32 \
    ir_worst_vdd_uv 16.8 \
    syn_area_per_cell_um2 6.73 \
    vias 2786 \
    ys_async_sr_fraction_pct 0 \
    ys_area_um2 2620 \
    post_cts_buffers 0 \
    hold_violations 0 \
    die_w_um 95.5 \
    seqPwrFrac_pct 2.9 \
    drive_above_1_share_pct 9.90 \
    place_ws_ns -1.23 \
    setup_viol_count_final 0 \
    largest_reg_flops 14 \
    rows 33 \
    yosysTopAreaCell "dlxtn_1" \
    grt_max_degree 23 \
    die_y_um 95.5 \
    vias_per_cell 5.47 \
    timing.hold.worst.class "primary input to output pin" \
    tool_warnings 36 \
    antenna_found_initial 0 \
    dr.pass1.iters 5 \
    coreArea_um2 8340 \
    yosys_cells 390 \
    edf_count 0 \
    p_int_w 0.0000973 \
    areaGrowthSynthToFinish_pct 20.2 \
    critPathMaxStageDelay_ns 0.47 \
    critPathKind "primary input to output pin" \
    place_congestion 0.886 \
    switching_power_w 0.000116 \
    ys.warnings.count 1 \
    netlist_instances 390 \
    port_buffers 35 \
    drc_errors 0 \
    fmax_ghz 0.127 \
    worst_pin_slew_ns 0.755 \
    pwr-share-comb_pct 97.1 \
    fp-utilization_pct 31.5 \
    cpMaxStageDelayCell "o41ai_4" \
    grt_pass1_vias 2378 \
    tns_ns 0 \
    synth.most_common_cell "nor2_1" \
    finalWirelength_mm 7.03 \
    hpwl_mm 5.06 \
    grt.overflow.total 0 \
    slew_violations 0 \
    untimed_endpoints 14 \
    crit_top_cell "ha_2" \
    maxCapViolations 0 \
    chipArea_um2 9120 \
    utilization_pct 37.8 \
    ys_seq_elements 14 \
    rsz0062_at_grt "yes" \
    grt_pass1_wl_mm 11.8 \
    path_cells "buf_12 > ha_4 > and3b_2 > o221ai_4 > and2_4 > or3_4 > a21oi_4 > o41ai_4 > xnor2_1 > ha_2 > a211oi_2 > a21oi_1 > nand2_1 > o211ai_1 > ha_2 > inv_2 > fa_2 > nand3b_4 > or4_1 > a31oi_1 > o21ai_1 > dlxtn_1 > clkbuf_2" \
    cp.arrival_ns 6.26 \
    unclocked_regs 14 \
    switching_share_pct 54.3 \
    outcome "finished clean" \
    critPathLaunchType "primary input" \
    top_cells_by_area "dlxtn_1 (8.0%), nor2_1 (4.9%), a21oi_1 (4.6%)" \
    clkPwrFrac_pct 0 \
    holdWs_ns 3.28 \
    pin_count 47 \
    syn_area_um2 2620 \
    top_cell_area_share_pct 8.01 \
    relSlewSlack_pct 49.6 \
    drtIter0Drc 222 \
]
[layout make-up]
cell class | count | area, um2
tap | 105 | 131
fill | 842 | 5190
inverter | 19 | 71.3
timing repair buffer | 38 | 427
sequential | 14 | 210
multi-input combinational | 333 | 2310
[worst paths after layout]
path / depth (start not counted) / slack, ns / to / start
hold / removal: 0 / 3.28 / B_enOut / B_en
setup / recovery: 23 / 0.30 / addrOut[13] / row[7]
[worst max-delay path, delay by kind of cell]
family / cells / cell delay (ns)
simple gates: 6 / 1.29
latches: 1 / 0.23
xor+xnor: 1 / 0.13
fa+ha+maj: 4 / 1.26
buf+inv: 3 / 0.24
compound gates: 8 / 1.47
[per-layer routing]
layer | routed length [um] | share of wire [%] | up-vias | global-route usage (%)
li1 | - | - | 1468 | -
met2 | 2980 | 42 | 74 | 23.1
met4 | 31 | 0.44 | 0 | 0.622
met3 | 295 | 4.2 | 2 | 0.162
met5 | 0 | 0 | - | 0
met1 | 3720 | 53 | 1242 | 27.0
[through the flow]
stage	cells	cell area, um2	total power [W]
global route	509	3150	0.000238
global placement	506	2960	0.000193
detailed placement	506	2960	0.000196
finish	509	3150	0.000213
CTS	507	3030	0.000203
floorplan	405	2680	0.000155
[logic make-up (layout without fill, tap and decap cells)]
group	count (synthesis)	in the layout	share of synthesized area, %
fa+ha+maj	12	12	6.20
mux	2	2	0.763
compound gates	139	140	38.1
xor+xnor	21	21	7.01
other cells	1	16	0.143
simple gates	142	142	29.2
latches	14	14	8.01
buf+inv	59	57	10.5
[power groups by stage]
stage	sequential, W	combinational [W]	clock (W)
finish	0.00000615	0.000207	0
global route	0.00000644	0.000231	0
CTS	0.00000619	0.000197	0
[timing repair]
action	in CTS	in global routing
gates cloned	1	2
hold buffers	0	0
gates resized	38	32
setup endpoints to repair	9	7
pin swaps	3	22
[placed cells by master, fill, tap and decap left out, types with 7 or more instances in the layout]
cell type / n
o21ai_0: 14
xnor2_1: 12
dlxtn_1: 14
o21ai_1: 8
xor2_1: 8
clkdlybuf4s50_1: 21
inv_1: 18
conb_1: 16
nor3_1: 7
nand2_1: 27
a31oi_1: 10
nand3_1: 19
a22oi_1: 9
a21oi_1: 23
dlymetal6s2s_1: 7
nor2b_1: 8
nor2_1: 33
Power figures rest on the tool's default switching activity, not on a simulated workload.
