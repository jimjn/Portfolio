### flow/design.v
module multiplier(
			input [3:0] rData,
			input [3:0] gData,
			input [3:0] bData,
			input alu_en,
			output [11:0] m1,
			output [11:0] m2,
			output [11:0] m3,
			output alu_enOut
		);
		assign alu_enOut = ~(~(~(~alu_en)));
		reg [5:0] rWeight = 6'b001110; 
		reg [5:0] gWeight = 6'b101110; 
		reg [5:0] bWeight = 6'b000101; 
		reg [11:0] result1;
		reg [11:0] result2;
		reg [11:0] result3;
		always @(*)begin
			if(alu_en == 1'b1)begin 
				result1[11:0] = {2'b00,rData}*rWeight;
				result2[11:0] = {2'b00,gData}*gWeight;
				result3[11:0] = {2'b00,bData}*bWeight;
			end
			else begin
				result1[11:0] = {2'b00,rData,6'b000_000};
				result2[11:0] = {2'b00,gData,6'b000_000};
				result3[11:0] = {2'b00,bData,6'b000_000};
			end
		end
		assign m1 = result1;
		assign m2 = result2;
		assign m3 = result3;
endmodule
module adder(
			input [11:0] m1,
			input [11:0] m2,
			input [11:0] m3,
			input alu_en,
			output [3:0] rData,
			output [3:0] gData,
			output [3:0] bData
		);
		reg [11:0] point5 = 12'b000000_100000; 
		reg [11:0] a1;
		reg [11:0] a2;
		reg [11:0] a3;
		always @(*)begin
			if(alu_en ==1'b1)begin 
				a1[11:0] = m1 + m2 +m3 + point5;
				a2 = a1;
				a3 = a1;
			end
			else begin
				a1 = m1;
				a2 = m2;
				a3 = m3;
			end
		end
		assign rData = a1[9:6];
		assign gData = a2[9:6];
		assign bData = a3[9:6];
endmodule
### flow/constraint.sdc
current_design multiplier

set clk_period 1.7
set clk_io_pct 0.2

create_clock -name clk0 -period $clk_period

set non_clock_inputs [all_inputs -no_clocks]
set_input_delay [expr $clk_period * $clk_io_pct] -clock clk0 $non_clock_inputs
set_output_delay [expr $clk_period * $clk_io_pct] -clock clk0 [all_outputs]
### flow/config.mk
export PLATFORM = sky130hd
export DESIGN_NAME = multiplier
export DESIGN_NICKNAME = multiplier
export VERILOG_FILES = /design/flow/design.v
export SDC_FILE = /design/flow/constraint.sdc
export NUM_CORES = 4
export LEC_CHECK = 1
export CORE_AREA = 10 10 74 74
export DIE_AREA = 0 0 84 84
### flow/run.sh
#!/bin/bash
# OpenROAD 26Q1-2900-gdf79404cd8, Yosys 0.63+post, stock flow scripts
make -C /OpenROAD-flow-scripts/flow DESIGN_CONFIG=/design/flow/config.mk WORK_HOME=/design/flow/orfs finish
==> impl_metrics.sql <==
-- metrics for the results database
INSERT INTO impl_metrics (metric_group, metric, value, unit) VALUES
('floorplan', 'io_pins', '50', ''),
('floorplan', 'die_w', '84', 'µm'),
('critical_path', 'largest_fanout_on_the_critical_path', '3', ''),
('critical_path', 'worst_setup_path_start_kind', 'input pin', ''),
('floorplan', 'core_region_area', '3970', 'µm²'),
('timing', 'final_hold_viol_count', '0', ''),
('critical_path', 'critical_path_required', '1.36', 'ns'),
('synth', 'synth_cells', '117', ''),
('critical_path', 'timing.critical_path.slowest_cell_delay', '0.52', 'ns'),
('synth', 'yosys-top-cells-count', 'sky130_fd_sc_hd__ha_1 (24), sky130_fd_sc_hd__inv_1 (15), sky130_fd_sc_hd__and2_1 (14)', ''),
('run_status', 'violations', 'setup timing', ''),
('route', 'drc_errors', '0', ''),
('min_path', 'worstHoldStart', 'rData[0]', ''),
('timing', 'final-setup-viol-count', '14', ''),
('power_and_ir_drop', 'share_clk_of_total_power', '0', '%'),
('power_and_ir_drop', 'total_switching_power', '267', 'µW'),
('power_and_ir_drop', 'power.share.combinational', '100.0', '%'),
('route', 'vias_per_inst', '4.28', ''),
('timing', 'finalCritPeriodShare', '172', '%'),
('global_route', 'grt_pass1_wl', '5220', 'µm'),
('cells_and_area', 'syn2layout_area_growth', '105', '%'),
('power_and_ir_drop', 'p_int', '452', 'µW'),
('synth', 'area_leaders', 'sky130_fd_sc_hd__ha_1 (31%), sky130_fd_sc_hd__fa_1 (16%), sky130_fd_sc_hd__and2_1 (9.0%), sky130_fd_sc_hd__buf_4 (6.9%), sky130_fd_sc_hd__inv_1 (5.8%)', ''),
('placed_design', 'placed_area', '1650', 'µm²'),
('global_route', 'antenna_found_initial', '0', ''),
('route', 'wl_per_cell', '12.8', 'µm'),
('critical_path', 'crit_path_cell_trace', 'buf_12, inv_12, fa_2, fa_1, inv_2, ha_4, nor2b_4, o21a_1, or3_1, a31o_1, buf_2', ''),
('global_route', 'first_global_vias', '1088', ''),
('route', 'dr.pass1.iters', '4', ''),
('global_route', 'grtUsageTotal', '8.51', '%'),
('global_route', 'grt_start_max_net_pins', '14', ''),
('synth', 'seq_area_frac_synth', '0', '%'),
('placed_design', 'place.gp.congestion', '0.842', ''),
('synth', 'postSynthAreaPerCell', '8.34', 'µm²'),
('synth', 'tally_of_yosys_warning_messages', '1', ''),
('run_status', 'outcome', 'finished, violations left', ''),
('cells_and_area', 'layout.clock_buffers', '0', ''),
('floorplan', 'fp-utilization', '24.6', '%'),
('cells_and_area', 'final.fill_count', '339', ''),
('timing', 'min_period', '2.92', 'ns'),
('synth', 'synth_stat.cells', '117', ''),
('power_and_ir_drop', 'vdd_ir_drop_max', '0.164', 'mV'),
('critical_path', 'timing.critical_path.slowest_stage_cell', 'sky130_fd_sc_hd__fa_1', ''),
('critical_path', 'worst-setup-path-type', 'input pin to output port', ''),
('synth', 'netlist-cell-type-count', '29', ''),
('route', 'num_antenna_cells', '0', ''),
('run', 'tool_warnings', '39', ''),
('route', 'first_iter_violations', '15', ''),
('min_path', 'min_delay_worst_endpoint', 'm1[6]', ''),
('power_and_ir_drop', 'share_seq_of_total_power', '0', '%'),
('floorplan', 'die_height', '84', 'µm'),
('cells_and_area', 'finalInstanceArea', '2000', 'µm²'),
('timing', 'post-route-worst-setup-slack', '-1.22', 'ns'),
('route', 'drtAntennaViolNets', '0', ''),
('synth', 'synth.top_cell.area_share', '30.8', '%'),
('route', 'dr_total_vias', '1031', ''),
('clock_network', 'cts.hold.buffers_added', '0', ''),
('min_path', 'worst_hold_path_type', 'input pin to output port', ''),
('cells_and_area', 'sequential_cell_total', '0', ''),
('power_and_ir_drop', 'cellPowerDensity', '359', 'nW/µm²'),
('run', 'max_cap_viol_count', '0', ''),
('timing', 'clock.fmax', '0.343', 'GHz'),
('critical_path', 'cp_data_arrival_time', '2.58', 'ns'),
('synth', 'cell_type_contributing_the_most_total_cell_area_after_synthesis', 'sky130_fd_sc_hd__ha_1', ''),
('power_and_ir_drop', 'cellLeakagePower', '0.000969', 'µW'),
('timing', 'grt_setup_unrepaired', 'yes', ''),
('min_path', 'worstHoldPathCells', '3', ''),
('cells_and_area', 'post_route_cells_drive_above_1_share', '56.0', '%'),
('synth', 'yosys_area', '976', 'µm²'),
('placed_design', 'port-buffer-count', '42', ''),
('synth', 'synthesis.area', '976', 'µm²');
[layout by cell type, fill, tap and decap left out, types with 2 or more instances in the layout]
master	instances
sky130_fd_sc_hd__buf_4	26
sky130_fd_sc_hd__buf_6	15
sky130_fd_sc_hd__ha_4	13
sky130_fd_sc_hd__buf_2	13
sky130_fd_sc_hd__clkdlybuf4s50_1	12
sky130_fd_sc_hd__and2_1	11
sky130_fd_sc_hd__ha_1	11
sky130_fd_sc_hd__conb_1	8
sky130_fd_sc_hd__inv_2	7
sky130_fd_sc_hd__inv_1	6
sky130_fd_sc_hd__a21oi_2	5
sky130_fd_sc_hd__fa_2	5
sky130_fd_sc_hd__nand2_1	4
sky130_fd_sc_hd__buf_8	4
sky130_fd_sc_hd__buf_12	4
sky130_fd_sc_hd__a21o_1	3
sky130_fd_sc_hd__nor2_1	3
sky130_fd_sc_hd__xor2_1	3
sky130_fd_sc_hd__and2_4	3
sky130_fd_sc_hd__nor2b_4	3
sky130_fd_sc_hd__nor2b_1	3
sky130_fd_sc_hd__fa_1	3
sky130_fd_sc_hd__xnor2_1	2
sky130_fd_sc_hd__mux2_4	2
sky130_fd_sc_hd__o21ai_0	2
sky130_fd_sc_hd__dlygate4sd2_1	2
[what timing repair did]
item,in CTS,in global routing
setup endpoints to repair,29,20
endpoints found under the hold margin,0,0
resized,139,26
gates cloned,1,0
pin swaps,37,29
buffers inserted,13,3
[metal layers]
layer / up-vias / global-route usage (%) / part of all wire [%]
met3: 0 / 1.57 / 4.7
met1: 490 / 11.1 / 46
li1: 517 / - / -
met2: 24 / 15.0 / 49
met5: - / 0 / 0
met4: 0 / 0 / 0
[cell families after synthesis]
group | after synthesis | synth area share, %
AND-OR/OR-AND | 17 | 11.5
XOR/XNOR | 5 | 4.49
adder cells (fa/ha/maj) | 32 | 47.2
buffers and inverters | 27 | 14.1
multiplexers | 3 | 3.33
other | 1 | 0.384
AND/OR/NAND/NOR | 32 | 19.0
[through the flow]
step / TNS [ns] / util (%) / total power [µW] / instances / hold WS, ns
finish: -8.06 / 50.5 / 719 / 241 / 0.975
global route: -8.91 / 50.5 / 809 / 241 / 0.991
CTS: -8.52 / 47.4 / 662 / 240 / 1.03
detailed placement: -25.89 / 41.6 / 568 / 226 / 1.69
global placement: -25.88 / 41.6 / 564 / 226 / 1.67
floorplan: -4.44 / - / 284 / 124 / 0.693
[area by class of cell]
class / instances / area, µm² / share of cell area, %
inverters: 15 / 71.3 / 3.56
multi-input cells: 97 / 1110 / 55.3
well taps: 50 / 62.6 / 3.12
repair buffers: 79 / 762 / 38.0
[critical path, delay by kind of cell]
kind / cells / cell delay (ns)
buffers and inverters: 4 / 0.27
adder cells (fa/ha/maj): 3 / 1.10
AND/OR/NAND/NOR: 2 / 0.46
AND-OR/OR-AND: 2 / 0.39
[worst max path at each step]
stage / startpoint / slack (ns) / endpoint / cells after the start
4_1_cts: gData[3] / -1.29 / m2[7] / 13
5_1_grt: gData[3] / -1.29 / m2[7] / 11
6_report: gData[3] / -1.22 / m2[7] / 11
[power by group through the flow]
stage	clock, µW	sequential [µW]	combinational [µW]
final	0	0	719
after global routing	0	0	809
after CTS	0	0	662
No activity file was given, so power comes from the tool's default toggle rates.
