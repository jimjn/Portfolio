===== design/flow/constraint.sdc =====
current_design plReg3

set clk_period 1.0
set clk_io_pct 0.2

create_clock -name clk0 -period $clk_period [get_ports {vga_clk}]

set non_clock_inputs [all_inputs -no_clocks]
set_input_delay [expr $clk_period * $clk_io_pct] -clock clk0 $non_clock_inputs
set_output_delay [expr $clk_period * $clk_io_pct] -clock clk0 [all_outputs]

===== design/flow/design.v =====
module plReg0(
		input vga_clk,
		input [8:0] row_c,
		input [9:0] col_c,
		input [7:0] cnt_c,
		output [8:0] row,
		output [9:0] col,
		output [7:0] cnt
	);
	reg [8:0] rowReg;
	reg [9:0] colReg;
	reg [7:0] cntReg;
	always @(posedge vga_clk)begin
		rowReg <= #1 row_c; 
		colReg <= #1 col_c;
		cntReg <= #1 cnt_c;
	end
	assign row = rowReg;
	assign col = colReg;
	assign cnt = cntReg;
endmodule
module plReg1(
			input vga_clk,
			input R_en_c,
			input G_en_c,
			input B_en_c,
			input alu_en_c,
			input [13:0] addr_c,
			input [1:0] zoom_c,
			output R_en,
			output G_en,
			output B_en,
			output alu_en,
			output [13:0] addr,
			output [1:0] zoom
		);
		reg RReg,GReg,BReg,aluReg;
		reg [13:0] addrReg;
		reg [1:0] zoomReg;
		always @(posedge vga_clk)begin
			RReg <= #1 R_en_c;
			GReg <= #1 G_en_c;
			BReg <= #1 B_en_c;
			addrReg <= #1 addr_c;
			zoomReg <= #1 zoom_c;
			aluReg <= #1 alu_en_c;
		end
		assign R_en = RReg;
		assign G_en = GReg;
		assign B_en = BReg;
		assign addr = addrReg;
		assign zoom = zoomReg;
		assign alu_en = aluReg;
endmodule
module plReg2(
		input vga_clk,
		input [3:0] rData_c,
		input [3:0] gData_c,
		input [3:0] bData_c,
		input alu_en_c,
		output [3:0] rData,
		output [3:0] gData,
		output [3:0] bData,
		output alu_en
	);
	reg [3:0] rReg;
	reg [3:0] gReg;
	reg [3:0] bReg;
	reg alu_enReg;
	always @(posedge vga_clk)begin
		rReg <= #1 rData_c;
		gReg <= #1 gData_c;
		bReg <= #1 bData_c;
		alu_enReg <= #1 alu_en_c;
	end
	assign rData = rReg;
	assign gData = gReg;
	assign bData = bReg;
	assign alu_en = alu_enReg;
endmodule
module plReg3(
		input vga_clk,
		input [11:0] m1_c,
		input [11:0] m2_c,
		input [11:0] m3_c,
		input alu_en_c,
		output [11:0] m1,
		output [11:0] m2,
		output [11:0] m3,
		output alu_en
	);
	reg [11:0] m1Reg;
	reg [11:0] m2Reg;
	reg [11:0] m3Reg;
	reg alu_enReg;
	always @(posedge vga_clk)begin
		m1Reg <= #1 m1_c;
		m2Reg <= #1 m2_c;
		m3Reg <= #1 m3_c;
		alu_enReg <= #1 alu_en_c;
	end
	assign m1 = m1Reg;
	assign m2 = m2Reg;
	assign m3 = m3Reg;
	assign alu_en = alu_enReg;
endmodule
module plReg4(
		input vga_clk,
		input [3:0] rData_c,
		input [3:0] gData_c,
		input [3:0] bData_c,
		output [3:0] rData,
		output [3:0] gData,
		output [3:0] bData
	);
	reg [3:0] rReg;
	reg [3:0] gReg;
	reg [3:0] bReg;
	always @(posedge vga_clk)begin
		rReg <= #1 rData_c;
		gReg <= #1 gData_c;
		bReg <= #1 bData_c;
	end
	assign rData = rReg;
	assign gData = gReg;
	assign bData = bReg;
endmodule
module stateReg(
		input vSync,
		input [2:0] state_c,
		output [2:0] state
	);
	reg [2:0] stateTemp = 3'b000;
	always @(posedge vSync)begin
			stateTemp <= #1 state_c;
	end
	assign state = stateTemp;
endmodule

===== design/flow/run.sh =====
#!/bin/bash
# OpenROAD 26Q1-2900-gdf79404cd8, Yosys 0.63+post, stock flow scripts
make -C /OpenROAD-flow-scripts/flow DESIGN_CONFIG=/design/flow/config.mk WORK_HOME=/design/flow/orfs finish

===== design/flow/config.mk =====
export PLATFORM = sky130hd
export DESIGN_NAME = plReg3
export DESIGN_NICKNAME = plReg3
export VERILOG_FILES = /design/flow/design.v
export SDC_FILE = /design/flow/constraint.sdc
export NUM_CORES = 4
export LEC_CHECK = 1
export CORE_AREA = 10 10 85 85
export DIE_AREA = 0 0 95 95

==> results.yml <==
# synthesis and place-and-route metrics
drt:
  routed_wl_um: 2320
  vias: 537
  wl_per_cell_um: 12.2
  drt_first_pass_iters: 3
  diodes: 0
  drt_iter0_drc: 8
  postRouteAntennaNets: 0
  drc: 0
  vias_per_cell: 2.83
floorplanning:
  dieWidth_um: 95
  num_io_pins: 75
  dieArea_um2: 9030
  core_um2: 5470
  rows: 27
  fp_util: 0.135
  die_h_um: 95
power:
  power.leakage_nw: 0.659
  p_clk_frac: 0.366
  vdd_drop_max_mv: 0.750
  sw_frac_of_total: 0.189
  p_sw_mw: 0.533
  power_density_nw_per_um2: 1830
  comb_power_share: 0.076
  pwr-share-seq: 0.558
  p_int_mw: 2.29
critical_path:
  critPathCaptureType: "output port"
  path_delay_family: "flip-flops"
  worstPathCellList: "clkdlybuf4s15_1"
  path_class: "reg -> out"
  critPathMaxStageDelay_ps: 310
  cp-start-kind: "register"
  path_buffers: 1
  cp_max_fo: 1
  worst_ep_arrival_time_ps: 760
  crit_slowest_cell: "dfxtp_1"
  worstPathRequired_ps: 800
logic_synthesis:
  yosysCellCount: 37
  avgSynthCellArea_um2: 20.0
  synth_flops: 37
  simple_gate_share: 0
  ys_seq_frac: 1.00
  ys_types: 1
  ys_sh_mux: 0
  syn_area_um2: 741
  yosysWarnings: 1
  fa_ha_area_frac: 0
  ys_area_um2: 741
  postSynthCellCount: 37
  ys_sh_aoi: 0
  ys_sh_xor: 0
sta:
  period_used_share: 0.960
  max-slew-margin-rel: 0.951
  tightest_slew_ps: 72.8
  fmax_ghz: 1.04
  finalWorstPathRequiredPeriod_ps: 960
  setup_viol: 0
  grt_setup_unrepaired: "no"
  slew_violations: 0
  hold_ws_ps: 349
  finalHoldViolCount: 0
  setup_tns_ps: 0
clock_network:
  cts_buffers: 5
  cts_tree: "yes"
  postCtsHoldBufs: 0
  h-tree-depth: 2
  cts.sink_count: 37
  clock_path_buffers: 2
  cts-root-buf: "clkbuf_8"
  post_cts_buffers: 0
  cts.clk_slew.worst_paths_ps: 70
grt:
  grtUsageTotal: 0.0499
  grt_antenna_before_repair: 0
  grt_pass1_vias: 569
  grt_first_pass_wirelength_um: 3340
  grt-ovfl-total: 0
  grt_max_degree: 11
finish:
  multi_input_comb_cells: 0
  fin_cells: 190
  drive_gt1_frac: 0.347
  area_growth_pct: 109
  comb_area_um2: 0
placed_design:
  dp_cells: 183
  numPortBuffers: 74
  place_congestion: 0.707
run:
  cap_violations: 0
  log.warning_count: 25
run_status:
  status: "finished clean"
worst_hold_path:
  holdCritPathClass: "in -> reg"
-- registers in the layout, indices dropped and copies added, names as in the netlist --
| signal | cells |
|---|---|
| m1Reg | 12 |
| m2Reg | 12 |
| m3Reg | 12 |
| alu_enReg | 1 |
-- final cells by class --
type                  instances  area [um^2]
Timing Repair Buffer         74          616
Fill cell                   572         3930
Clock buffer                  7         86.3
Tap cell                     72         90.1
Sequential cell              37          753
-- cells in the final DEF, fill, tap and decap left out --
cell type	count
buf_2	3
clkbuf_1	1
clkbuf_2	22
clkbuf_8	6
clkdlybuf4s15_1	12
clkdlybuf4s50_1	37
dfxtp_1	27
dfxtp_2	10
-- synth_stat cells --
library cell	number	area share
dfxtp_1	37	1.0
-- cells by family (layout without fill, tap and decap cells) --
logic type             count (synthesis)  count (layout)
buffers and inverters                  0              81
DFF                                   37              37
-- power by group through the flow --
stage | combinational (mW) | clock [mW] | sequential (mW)
CTS | 0.247 | 1.10 | 1.57
global route | 0.235 | 1.16 | 1.58
finish | 0.214 | 1.03 | 1.57
-- stage by stage --
| stage | utilization | worst slack [ps] | cell area (um^2) | total power [mW] |
|---|---|---|---|---|
| global route | 0.282 | 0.986 | 1550 | 2.98 |
| CTS | 0.300 | 7.23 | 1640 | 2.91 |
| global placement | 0.287 | 6.40 | 1570 | 1.88 |
| finish | 0.282 | 40.1 | 1550 | 2.82 |
| floorplan | - | 538 | 741 | 1.58 |
| detailed placement | 0.287 | 4.81 | 1570 | 1.89 |
-- metal layers --
layer  wire [um]  global-route usage  part of all wire
met4          44             0.00873             0.019
met3         466              0.0481              0.20
met5           0                   0                 0
met2         931              0.0698              0.40
met1         880              0.0547              0.38
-- worst paths after layout --
kind | cells after the start | endpoint | slack, ps | from
worst max-delay path | 1 | m3[6] | 40 | m3Reg[6]
worst min-delay path | 1 | m1Reg[5] | 350 | m1_c[5]
-- what timing repair did --
item | 4_1_cts | 5_1_grt
resized | 80 | 31
hold endpoints to repair | 0 | 0
endpoints found under the setup margin | 37 | 25
pin swaps | 0 | 0
Power is estimated from default activity; no workload was simulated.
